==> /design/flow/design.v <==
`timescale 1ns / 1ps
module bcd_convert(
    input [7:0] current,
    output reg [3:0] msb,
    output reg [3:0] lsb
    );
    integer i;
    always @(current)
    begin
        msb = 4'd0;
        lsb = 4'd0;
        for( i=7; i>=0 ;i=i-1)
        begin
            if(msb >=5)
                msb = msb+3;
            if(lsb >=5)
                lsb = lsb+3;        
            msb = msb <<1;
            msb [0] = lsb[3];
            lsb = lsb<<1;
            lsb[0] = current[i];
        end
    end
endmodule
`timescale 1ns / 1ps
module frequency_divider#(parameter target=100)(
    input clk,
    input rst_n,
    output reg clkout
    );
    reg [26:0] cnt=0;
    parameter divisor=100_000_000/target;
    always@(posedge clk,negedge rst_n)
    begin
        if(!rst_n) begin
            cnt<=0;
            clkout<=0;
        end
        else if(cnt==(divisor>>1)-1) begin  
            cnt<=0;
            clkout=~clkout;
        end
        else
            cnt<=cnt+1;
    end
endmodule
`timescale 1ns / 1ps
module rejudge_tube(
    input clk,
    input rst_n,
    input [1:0] player,
    input [7:0] score,
    input [7:0] problemID,
    output [63:0] seg_out,
    output [7:0] seg_en    
    );
    wire clkout;
    frequency_divider #(1) fd(rst_n,clk,clkout);
    wire [4:0] player_num;
    assign player_num=player+1;
    seg_tube st7(rst_n,{1'b0,4'he},seg_out[63:56],seg_en[7]);
    seg_tube st6(rst_n,5'b1_0000,seg_out[55:48],seg_en[6]);
    seg_tube st5(rst_n,5'b0,seg_out[47:40],seg_en[5]);
    seg_tube st4(rst_n,5'b0,seg_out[39:32],seg_en[4]);
    reg [1:0] count;
    always@(posedge clkout or negedge rst_n) begin
        if(!rst_n)
            count<=0;
        else
            count<=count+1;
    end    
    reg [19:0] sw;    
    seg_tube st3(rst_n,sw[19:15],seg_out[31:24],seg_en[3]);
    seg_tube st2(rst_n,sw[14:10],seg_out[23:16],seg_en[2]);
    seg_tube st1(rst_n,sw[9:5],seg_out[15:8],seg_en[1]);
    seg_tube st0(rst_n,sw[4:0],seg_out[7:0],seg_en[0]);    
    wire [3:0] IDmsb;
    wire [3:0] IDlsb;
    bcd_convert pbc(problemID,IDmsb,IDlsb);
    wire [3:0] SCmsb;
    wire [3:0] SClsb;
    bcd_convert sbc(score,SCmsb,SClsb);
    always@(posedge clkout or negedge rst_n) begin
        if(!rst_n)
            sw<=0;
        else
            case(count)
                0:begin
                    sw[4:0]=player_num;
                    sw[9:5]={1'b0,4'h0};
                    sw[14:10]={1'b0,4'hb};
                    sw[19:15]={1'b0,4'ha};
                end
                1:begin
                    sw[4:0]=player_num;
                    sw[9:5]={1'b0,4'h0};
                    sw[14:10]={1'b0,4'hb};
                    sw[19:15]={1'b0,4'ha};
                end
                2:begin
                    sw[4:0]=IDlsb;
                    sw[9:5]=IDmsb;
                    sw[14:10]=5'b10100;
                    sw[19:15]={1'b0,4'ha}; 
                end
                3:begin               
                    sw[4:0]=SClsb;
                    sw[9:5]=SCmsb;
                    sw[14:10]={1'b0,4'hd};
                    sw[19:15]={1'b0,4'hc};
                end
            endcase
    end
endmodule
`timescale 1ns / 1ps
module seg_tube(
    input rst_n,
    input [4:0] sw,      
    output reg [7:0] seg_out,
    output reg seg_en
    );
    always @* begin
        if(!rst_n) begin
            seg_en = 1'b1;           
            seg_out = 8'b1111_1111;  
        end
        else begin
            seg_en = 1'b0;
            case(sw)
                4'h0: seg_out=8'b0100_0000;          
                4'h1: seg_out=8'b0111_1001;          
                4'h2: seg_out=8'b0010_0100;
                4'h3: seg_out=8'b0011_0000;
                4'h4: seg_out=8'b0001_1001;
                4'h5: seg_out=8'b0001_0010;
                4'h6: seg_out=8'b0000_0010;
                4'h7: seg_out=8'b0111_1000;
                4'h8: seg_out=8'b0000_0000;
                4'h9: seg_out=8'b0001_0000;          
                4'ha: seg_out=8'b0000_1100;          
                4'hb: seg_out=8'b0100_0111;          
                4'hc: seg_out=8'b0001_0010;          
                4'hd: seg_out=8'b0100_0110;          
                4'he: seg_out=8'b0111_0001;          
                4'hf: seg_out=8'b0111_1111;          
                5'b10000: seg_out=8'b0001_1100;      
                5'b10001: seg_out=8'b0000_1000;      
                5'b10010: seg_out=8'b0100_0011;      
                5'b10011: seg_out=8'b0001_1100;      
                5'b10100: seg_out=8'b0001_1100;      
                default: seg_out = 8'b1111_1111;     
            endcase
        end        
    end
endmodule
==> /design/flow/run.sh <==
#!/bin/bash
# OpenROAD 26Q1-2900-gdf79404cd8, Yosys 0.63+post, stock flow scripts
make -C /OpenROAD-flow-scripts/flow DESIGN_CONFIG=/design/flow/config.mk WORK_HOME=/design/flow/orfs finish
==> /design/flow/config.mk <==
export PLATFORM = sky130hd
export DESIGN_NAME = rejudge_tube
export DESIGN_NICKNAME = rejudge_tube
export VERILOG_FILES = /design/flow/design.v
export SDC_FILE = /design/flow/constraint.sdc
export NUM_CORES = 4
export LEC_CHECK = 1
export CORE_UTILIZATION = 50
==> /design/flow/constraint.sdc <==
current_design rejudge_tube

set clk_period 3.6
set clk_io_pct 0.2

create_clock -name clk0 -period $clk_period [get_ports {rst_n}]

set non_clock_inputs [all_inputs -no_clocks]
set_input_delay [expr $clk_period * $clk_io_pct] -clock clk0 $non_clock_inputs
set_output_delay [expr $clk_period * $clk_io_pct] -clock clk0 [all_outputs]
==> out/qor.csv <==
stage,metric,value,unit
place,port_buffers,82,
flow_run,drv_cap,0,
critical_path,r2r-start,fd.cnt[9]$_DFF_PN0_,
synth,syn-cell-area,0.00519,sq mm
grt,grt_max_degree,29,
floorplanning,die_x,104,microns
cts,clkTransAtPathRegs,0.08,ns
detailed_routing,vias,4739,
cells_and_area,fin_cells,864,
synth,ys.flop_type,dfrtp_1,
synth,mux_share,0.0901,
cells_and_area,area_growth,27.9,%
cts,clock_latency,0.35,ns
place,gp_congestion,0.833,
power_and_ir_drop,power_density,640,mW/mm^2
sta,clock_skew,0.00693,ns
sta,worstMarginPinSlew,0.836,ns
status,status,completed,
synth,edf_count,0,
sta,hold_viol_final,0,
synth,ys_types,81,
synth,ys_seq_frac,0.217,
critical_path,timing.rr.end,fd.clkout$_DFFE_PN0N_,
critical_path,r2r_cells,6,
synth,area_leaders,"dfrtp_1 (22%), ha_1 (11%), buf_4 (6.5%)",
detailed_routing,wl_per_cell,13.6,microns
critical_path,critPathCaptureType,output port,
power_and_ir_drop,leakagePower,3.07,nW
grt,grt-ovfl-total,0,
critical_path,crit_fanout,5,
detailed_routing,dr.pass1.iters,5,
floorplanning,fp-row-count,36,
detailed_routing,routed_wl,11700,microns
grt,grt_first_pass_wirelength,20600,microns
critical_path,reg2reg_slack,1.06,ns
sta,timing.hold.ws,0.466,ns
synth,synth_adder_area_share,0.108,
cells_and_area,fin_util,0.670,
critical_path,crit_path_start_kind,clock port,
flow_run,warnings,99,
floorplanning,chip_area,0.0108,sq mm
critical_path,required,2.88,ns
hold_path,min-delay-start,fd.cnt[0]$_DFF_PN0_,
synth,syn_avg_cell_area,8.36,sq um
synth,top_cell_area_share,0.217,
detailed_routing,drtIter0Drc,286,
floorplanning,core,0.00991,sq mm
critical_path,cp.arrival,2.86,ns
grt,grt_pass1_vias,5004,
cells_and_area,most-common-layout-cells,"inv_1 (81), clkdlybuf4s50_1 (71), nor2_1 (54)",
hold_path,min_path_type,register to register,
detailed_routing,ant_nets,0,
cells_and_area,final_common_cell,inv_1,
synth,ys_async_sr_fraction,1.00,
detailed_routing,routed_via_density,5.48,
sta,rsz0062_at_grt,false,
floorplanning,die_h,104,microns
hold_path,whs_path_depth,1,
synth,netlist_instances,621,
sta,slew_violations,0,
detailed_routing,diodes,0,
critical_path,critPathKind,clock port to output port,
synth,synth.logic.top_family,simple AND/OR/NAND/NOR gates,
synth,ys_chip_area,0.00519,sq mm
synth,yosysTopAreaCell,dfrtp_1,
sta,setup_viol,0,
place,place_area,0.00582,sq mm
synth,xor_share,0.0636,
cells_and_area,drive_gt1_frac,0.119,
synth,ys.warnings.count,4,
synth,yosys.area_share.aoi,0.198,
power_and_ir_drop,irDropWorstVdd,0.591,mV
sta,relSlewSlack,0.440,
synth,ys_cells,621,
place,placedCellCount,783,
synth,ys_ff,45,
sta,finalSetupTns,0,ns
hold_path,holdPathEnd,fd.cnt[0]$_DFF_PN0_,
cts,cts_tree,done,
grt,grt_usage,0.231,
sta,untimed_endpoints,16,
cells_and_area,postLayoutCellArea,0.00664,sq mm
grt,antenna_found_initial,0,
sta,unclocked_pins,17,
floorplanning,fp_util,0.524,
detailed_routing,drc,0,
synth,simple_gate_share,0.211,
place,place_hpwl,7870,microns
floorplanning,io_pins,92,
flip-flops by register name (all words and copies together) (netlist names):
signal     count
count          2
fd.cnt        27
fd.clkout      1
sw            15
worst max-delay path by stage:
stage                  from     endpoint  slack [ns]  cells after the start
final                 rst_n  seg_out[18]        0.02                      6
after global routing  rst_n  seg_out[24]      0.0003                      6
after CTS             rst_n  seg_out[28]        0.01                      6
worst max-delay path: stages:
cell	delay (ns)
clkbuf_8	0.13
clkbuf_16	0.15
buf_12	0.12
clkbuf_16	0.14
nand2_1	0.06
clkdlybuf4s50_1	0.46
power breakdown:
group	leakage, nW	internal (mW)	switching (mW)
sequential	0.579	0.315	0
clock	0.885	2.24	0.982
combinational	1.61	0.309	0.407
total	3.07	2.86	1.39
cells in the mapped netlist, types with 4 or more instances:
cell type / count
mux2i_1: 16
nor2_1: 54
nand2b_1: 8
o21ai_0: 31
nand4_1: 9
mux2_4: 4
and2_1: 6
dfrtp_1: 45
mux2_2: 6
a21o_1: 4
a21oi_1: 26
and4_1: 4
o211ai_1: 7
xnor2_1: 17
mux4_2: 6
or3_1: 6
a32oi_1: 5
xor2_1: 17
nand2_1: 43
ha_1: 45
nor3_1: 9
inv_1: 43
and3_1: 7
nor2b_1: 17
a32o_1: 5
a31oi_1: 12
o31ai_1: 4
nand3_1: 22
clkbuf_1: 14
nand3b_1: 4
buf_4: 45
per-stage QoR:
stage / setup WS, ns / total power [mW]
finish: 0.0237 / 4.25
global route: 0.000289 / 4.62
CTS: 0.0133 / 4.33
detailed placement: -0.0847 / 2.18
global placement: -0.0847 / 2.17
floorplan: 0.324 / 1.56
what timing repair did:
item | 4_1_cts | 5_1_grt
resized | 18 | 6
setup endpoints to repair | 26 | 5
hold buffers | 0 | 0
buffers inserted | 4 | 0
metal layers:
metal,GRT usage,up-vias,wire [microns]
met5,0.00476,-,0
met4,0.137,0,211
met3,0.117,22,723
met2,0.297,156,5230
met1,0.310,2169,5580
li1,-,2392,-
layout make-up:
type / instances / area (sq um)
fill: 734 / 3270
inverter: 43 / 161
timing repair buffer: 21 / 205
tap: 133 / 166
clock inverter: 53 / 297
multi-input combinational: 477 / 3530
sequential: 45 / 1130
clock buffer: 92 / 1150
kinds of logic (layout without fill, tap and decap cells):
group / count (synthesis) / after routing
buf+inv: 108 / 209
flops: 45 / 45
xor+xnor: 36 / 36
fa+ha+maj: 45 / 45
other cells: 1 / 10
compound gates: 143 / 143
simple gates: 209 / 209
mux: 34 / 34
Power figures rest on the tool's default switching activity, not on a simulated workload.
