==> /design/flow/config.mk <==
export PLATFORM = sky130hd
export DESIGN_NAME = countdown_tube
export DESIGN_NICKNAME = countdown_tube
export VERILOG_FILES = /design/flow/design.v
export SDC_FILE = /design/flow/constraint.sdc
export NUM_CORES = 4
export LEC_CHECK = 1
export CORE_UTILIZATION = 40
==> /design/flow/constraint.sdc <==
current_design countdown_tube

set clk_period 5.3
set clk_io_pct 0.2

create_clock -name clk0 -period $clk_period [get_ports {clk}]

set non_clock_inputs [all_inputs -no_clocks]
set_input_delay [expr $clk_period * $clk_io_pct] -clock clk0 $non_clock_inputs
set_output_delay [expr $clk_period * $clk_io_pct] -clock clk0 [all_outputs]
==> /design/flow/design.v <==
`timescale 1ns / 1ps
module bcd_convert(
    input [7:0] current,
    output reg [3:0] msb,
    output reg [3:0] lsb
    );
    integer i;
    always @(current)
    begin
        msb = 4'd0;
        lsb = 4'd0;
        for( i=7; i>=0 ;i=i-1)
        begin
            if(msb >=5)
                msb = msb+3;
            if(lsb >=5)
                lsb = lsb+3;        
            msb = msb <<1;
            msb [0] = lsb[3];
            lsb = lsb<<1;
            lsb[0] = current[i];
        end
    end
endmodule
`timescale 1ns / 1ps
module beeper #(parameter t=1,parameter intensity=50)(
    input clk,
    input rst_n,
    output reg beep
    );
    wire clkout;
    frequency_divider #(intensity) fd(clk,rst_n,clkout);
    reg [19:0] cnt=0;
	parameter total=2*t*intensity;
	always @ (posedge clkout or negedge rst_n)
	begin
	   if(!rst_n)
	       cnt <= 20'b0;
	   else if(cnt<total)
	       cnt <= cnt + 1'b1;
	end
	always @ (posedge clkout or negedge rst_n)
	begin
		if(!rst_n)
            beep <= 0;
		else if(cnt<total)
            beep <= ~beep;
	end
endmodule
`timescale 1ns / 1ps
module countdown_tube #(parameter t=10)(
    input clk,                       
    input rst_n,                     
    input run_pause,                 
    output [15:0] seg_out,          
    output [1:0] seg_en,
    output beep                      
    );
    reg state=0;
    reg [7:0] seconds=0;
    wire [7:0] current;
    assign current=t-seconds;
    wire clkout;
    frequency_divider #(1) fd(clk,rst_n,clkout);
    always @(posedge clkout) begin
        if(!rst_n) begin
            seconds<=8'b0;
            state<=0;
        end
        else if(run_pause)
            if(!state)
                seconds<=seconds+1'b1;
    end
    beeper countdown_beep(clk,state,beep);
    always@(seconds)
        if(current==0)
            state<=1;
    wire [3:0] c_msb;
    wire [3:0] c_lsb;
    bcd_convert bc(current,c_msb,c_lsb);
    seg_tube msb(rst_n,{1'b0,c_msb},seg_out[15:8],seg_en[1]);
    seg_tube lsb(rst_n,{1'b0,c_lsb},seg_out[7:0],seg_en[0]);
endmodule
`timescale 1ns / 1ps
module frequency_divider#(parameter target=100)(
    input clk,
    input rst_n,
    output reg clkout
    );
    reg [26:0] cnt=0;
    parameter divisor=100_000_000/target;
    always@(posedge clk,negedge rst_n)
    begin
        if(!rst_n) begin
            cnt<=0;
            clkout<=0;
        end
        else if(cnt==(divisor>>1)-1) begin  
            cnt<=0;
            clkout=~clkout;
        end
        else
            cnt<=cnt+1;
    end
endmodule
`timescale 1ns / 1ps
module seg_tube(
    input rst_n,
    input [4:0] sw,      
    output reg [7:0] seg_out,
    output reg seg_en
    );
    always @* begin
        if(!rst_n) begin
            seg_en = 1'b1;           
            seg_out = 8'b1111_1111;  
        end
        else begin
            seg_en = 1'b0;
            case(sw)
                4'h0: seg_out=8'b0100_0000;          
                4'h1: seg_out=8'b0111_1001;          
                4'h2: seg_out=8'b0010_0100;
                4'h3: seg_out=8'b0011_0000;
                4'h4: seg_out=8'b0001_1001;
                4'h5: seg_out=8'b0001_0010;
                4'h6: seg_out=8'b0000_0010;
                4'h7: seg_out=8'b0111_1000;
                4'h8: seg_out=8'b0000_0000;
                4'h9: seg_out=8'b0001_0000;          
                4'ha: seg_out=8'b0000_1100;          
                4'hb: seg_out=8'b0100_0111;          
                4'hc: seg_out=8'b0001_0010;          
                4'hd: seg_out=8'b0100_0110;          
                4'he: seg_out=8'b0111_0001;          
                4'hf: seg_out=8'b0111_1111;          
                5'b10000: seg_out=8'b0001_1100;      
                5'b10001: seg_out=8'b0000_1000;      
                5'b10010: seg_out=8'b0100_0011;      
                5'b10011: seg_out=8'b0001_1100;      
                5'b10100: seg_out=8'b0001_1100;      
                default: seg_out = 8'b1111_1111;     
            endcase
        end        
    end
endmodule
==> /design/flow/run.sh <==
#!/bin/bash
# OpenROAD 26Q1-2900-gdf79404cd8, Yosys 0.63+post, stock flow scripts
make -C /OpenROAD-flow-scripts/flow DESIGN_CONFIG=/design/flow/config.mk WORK_HOME=/design/flow/orfs finish
==> results.json <==
{
  "finalSetupViolations": 0,
  "root_buffer": "clkbuf_8",
  "dpl.cell_count": 517,
  "globalRouteTotalUtil_pct": 16.29,
  "cts_max_level": 1,
  "ant_nets": 0,
  "cts_tree": "done",
  "yosys_cells": 406,
  "syn2layout_area_growth_pct": 9.726,
  "r2r-start": "fd.cnt[2]",
  "max-slew-margin-rel_pct": 40.29,
  "grt_pass1_vias": 2665,
  "ff_latch_area_um2": 860.8,
  "grt.overflow.total": 0,
  "rr_worst_depth": 7,
  "drt_iter0_drc": 85,
  "yosysTopAreaCell": "dfrtp_1",
  "tightest_slew_ns": 0.8862,
  "common_cells": "nor2_1 (48), nand2_1 (29), dfrtp_1 (28)",
  "num-fill-cells": 796,
  "cts_resized": 0,
  "ys_ff": 36,
  "wirelength_um": 6568,
  "r2r_end": "fd.cnt[25]",
  "async_flop_share_pct": 77.78,
  "post_cts_buffers": 0,
  "die_x_um": 93.97,
  "synth_cell_types": 66,
  "dpl_worst_slack_ns": 1.363,
  "edf_count": 0,
  "netlist.area_leader.share_pct": 20.71,
  "pin_count": 22,
  "skew_ns": 0.006636,
  "grt_max_degree": 37,
  "syn_area_per_cell_um2": 8.333,
  "path_class": "in -> out",
  "openroad.warnings": 38,
  "hold_buffers": 0,
  "p_leak_nw": 1.619,
  "grt_pass1_wl_um": 11730,
  "yosys_area_um2": 3383,
  "antenna_found_initial": 0,
  "crit_fanout": 21,
  "numPortBuffers": 20,
  "untimed_endpoints": 8,
  "clock.latency.late_pin_ns": 0.27,
  "yosysMostFrequentCell": "nor2_1",
  "period_needed_ns": 3.928,
  "synthFlopType": "dfrtp_1",
  "cap_violations": 0,
  "synth_warnings": 7,
  "max_freq_mhz": 254.6,
  "path_clk_slew_ns": 0.09,
  "run_status": "completed",
  "ir_worst_vdd_mv": 0.2728,
  "fp_util_pct": 41.18,
  "design.core.area_um2": 8217,
  "unclocked_pins": 8,
  "route.vias.total": 2846,
  "diodes": 0,
  "drive_above_1_share_pct": 6.971,
  "reg2reg_setup_slack_ns": 3.37,
  "crit_path_end": "seg_out[6]",
  "die_height_um": 93.97,
  "drt-pass1-iter-count": 4,
  "dpl.hpwl_um": 5048,
  "cp-end-kind": "output port",
  "critical_path_arrival_ns": 2.87,
  "netlist_instances": 406,
  "drc": 0,
  "postSynthSeqShare_pct": 25.44,
  "drv_slew": 0,
  "fin_ws_ns": 1.372,
  "hold_class": "reg -> reg",
  "hold_violations": 0,
  "setup-tns-final_ns": 0,
  "dieArea_um2": 8829,
  "cts_buffer_depth": 2,
  "logic_area_um2": 2351,
  "rsz0062_at_grt": "false",
  "vias_per_cell": 5.463,
  "period_used_pct": 74.11,
  "synth_area_um2": 3383,
  "cp.required_ns": 4.24,
  "cts_buffers": 3,
  "fp-row-count": 33,
  "top_cells_by_area": "dfrtp_1 (21%), ha_1 (9.2%), xor2_1 (6.0%)",
  "final_cells": 521,
  "wire_per_inst_um": 12.61,
  "start_kind": "input pin",
  "crit_start": "rst_n",
  "gp_congestion": 0.9097,
  "powerDensity_nw_per_um2": 107.7
}
==> cells in the final DEF (no fill, tap or decap), drive strengths merged, types with 3 or more instances in the layout <==
cell type and count:
o31ai 8, o21ai 11, dfrtp 28, clkbuf 3
a211o 4, a21oi 11, ha 25, and2 7
mux2i 10, o21a 4, o211ai 6, nor4 9
a211oi 3, nor3b 3, and3 15, nand3 16
o221ai 4, a31oi 5, nor2 48, nand4 7
nor3 13, inv 19, nor2b 5, mux2 8
xor2 23, or3 5, buf 3, clkdlybuf4s50 20
nand2b 4, nand2 29, xnor2 20, and4 4
dfxtp 8
==> cells by family (layout without fill, tap and decap cells) <==
family	after synthesis	after routing	share of synthesized area (%)
DFF	36	36	25.44
muxes	18	18	5.843
adders and majority gates	25	25	9.246
buffers and inverters	37	47	5.214
AOI/OAI and AO/OA	75	75	17.05
and+or+nand+nor	171	171	25.96
other	1	1	0.1108
xor gates and xnor gates	43	43	11.13
==> sequential cells by signal, summed over array words and instances (netlist names) <==
register / count
seconds: 8
fd.clkout: 1
fd.cnt: 27
==> worst max-delay path, stage by stage <==
cell	delay [ns]
clkdlybuf4s50_1	0.42
clkinv_1	0.05
buf_4	0.24
a21oi_1	0.09
nor4b_1	0.16
nor4_1	0.32
clkdlybuf4s50_1	0.51
==> through the flow <==
stage / utilization [%] / hold WS [ns] / instance area [um^2] / power, mW
after global routing: 45.18 / 0.5041 / 3712 / 0.4174
after detailed placement: 44.31 / 0.4622 / 3641 / 0.2410
after CTS: 45.18 / 0.4791 / 3712 / 0.4079
after global placement: 44.31 / 0.4572 / 3641 / 0.2407
final: 45.18 / 0.4761 / 3712 / 0.3998
after floorplan: - / 0.4387 / 3383 / 0.2259
==> worst min-delay path by stage <==
stage,from,endpoint,slack (ns),cells after the start
final,fd.cnt[26],fd.cnt[26],0.48,1
after global routing,fd.cnt[4],fd.cnt[4],0.50,1
after CTS,fd.cnt[26],fd.cnt[26],0.48,1
==> area by class of cell <==
class	count	area share, %
timing repair buffer	23	5.999
clock buffer	3	1.112
sequential	36	23.19
clock inverter	1	0.8089
multi-input combinational	333	63.33
tap	105	3.539
inverter	20	2.022
==> routing by layer <==
layer / wire [um] / share of wire (%) / global-route usage [%]
met4: 17 / 0.26 / 1.026
met2: 3051 / 46 / 27.31
met3: 140 / 2.1 / 0.9053
met5: 0 / 0 / 0
met1: 3359 / 51 / 24.69
==> power breakdown <==
group | switching [mW] | leakage, nW | internal (mW)
Clock | 0.0628 | 0.0357 | 0.101
Combinational | 0.0104 | 1.14 | 0.0121
Sequential | 0 | 0.446 | 0.213
Power figures rest on the tool's default switching activity, not on a simulated workload.
