## flow/constraint.sdc

```tcl
current_design player_tube

set clk_period 6.1
set clk_io_pct 0.2

create_clock -name clk0 -period $clk_period

set non_clock_inputs [all_inputs -no_clocks]
set_input_delay [expr $clk_period * $clk_io_pct] -clock clk0 $non_clock_inputs
set_output_delay [expr $clk_period * $clk_io_pct] -clock clk0 [all_outputs]
```

## flow/design.v

```verilog
`timescale 1ns / 1ps
module bcd_convert(
    input [7:0] current,
    output reg [3:0] msb,
    output reg [3:0] lsb
    );
    integer i;
    always @(current)
    begin
        msb = 4'd0;
        lsb = 4'd0;
        for( i=7; i>=0 ;i=i-1)
        begin
            if(msb >=5)
                msb = msb+3;
            if(lsb >=5)
                lsb = lsb+3;        
            msb = msb <<1;
            msb [0] = lsb[3];
            lsb = lsb<<1;
            lsb[0] = current[i];
        end
    end
endmodule
`timescale 1ns / 1ps
module player_tube(
    input rst_n,                     
    input [1:0] player,
    input [7:0] score,               
    output [63:0] seg_out,
    output [7:0] seg_en
    );
    wire [3:0] msb;
    wire [3:0] lsb;
    bcd_convert bc(score,msb,lsb);
    wire [4:0] player_num;
    assign player_num=player+1;
    seg_tube st7(rst_n,{1'b0,4'ha},seg_out[63:56],seg_en[7]);
    seg_tube st6(rst_n,{1'b0,4'hb},seg_out[55:48],seg_en[6]);
    seg_tube st5(rst_n,player_num,seg_out[47:40],seg_en[5]);
    seg_tube st4(0,{1'b0,4'hf},seg_out[39:32],seg_en[4]);
    seg_tube st3(rst_n,{1'b0,4'hc},seg_out[31:24],seg_en[3]);
    seg_tube st2(rst_n,{1'b0,4'hd},seg_out[23:16],seg_en[2]);
    seg_tube st1(rst_n,{1'b0,msb},seg_out[15:8],seg_en[1]);
    seg_tube st0(rst_n,{1'b0,lsb},seg_out[7:0],seg_en[0]);
endmodule
`timescale 1ns / 1ps
module seg_tube(
    input rst_n,
    input [4:0] sw,      
    output reg [7:0] seg_out,
    output reg seg_en
    );
    always @* begin
        if(!rst_n) begin
            seg_en = 1'b1;           
            seg_out = 8'b1111_1111;  
        end
        else begin
            seg_en = 1'b0;
            case(sw)
                4'h0: seg_out=8'b0100_0000;          
                4'h1: seg_out=8'b0111_1001;          
                4'h2: seg_out=8'b0010_0100;
                4'h3: seg_out=8'b0011_0000;
                4'h4: seg_out=8'b0001_1001;
                4'h5: seg_out=8'b0001_0010;
                4'h6: seg_out=8'b0000_0010;
                4'h7: seg_out=8'b0111_1000;
                4'h8: seg_out=8'b0000_0000;
                4'h9: seg_out=8'b0001_0000;          
                4'ha: seg_out=8'b0000_1100;          
                4'hb: seg_out=8'b0100_0111;          
                4'hc: seg_out=8'b0001_0010;          
                4'hd: seg_out=8'b0100_0110;          
                4'he: seg_out=8'b0111_0001;          
                4'hf: seg_out=8'b0111_1111;          
                5'b10000: seg_out=8'b0001_1100;      
                5'b10001: seg_out=8'b0000_1000;      
                5'b10010: seg_out=8'b0100_0011;      
                5'b10011: seg_out=8'b0001_1100;      
                5'b10100: seg_out=8'b0001_1100;      
                default: seg_out = 8'b1111_1111;     
            endcase
        end        
    end
endmodule
```

## flow/config.mk

```make
export PLATFORM = sky130hd
export DESIGN_NAME = player_tube
export DESIGN_NICKNAME = player_tube
export VERILOG_FILES = /design/flow/design.v
export SDC_FILE = /design/flow/constraint.sdc
export NUM_CORES = 4
export LEC_CHECK = 1
export CORE_AREA = 10 10 77 77
export DIE_AREA = 0 0 87 87
```

## flow/run.sh

```bash
#!/bin/bash
# OpenROAD 26Q1-2900-gdf79404cd8, Yosys 0.63+post, stock flow scripts
make -C /OpenROAD-flow-scripts/flow DESIGN_CONFIG=/design/flow/config.mk WORK_HOME=/design/flow/orfs finish
```

==> impl.org <==
#+TITLE: Flow metrics

** Run status
- Status :: finished, violations left
- Violations in the final reports :: setup timing

** Layout
- FF+latch area :: 0 sq um
- Number of clock buffers in the layout :: 0
- Layout Area Growth over Synthesis :: 81.7%
- Layout cells sized above 1 :: between 40% and 50%
- In the finished design the tool counted flip-flops and latches totalling 0.
- The filler cells instantiated in the layout total roughly 150.

** Floorplanning
- Overall die height :: about 87 um
- I/O Pins :: 83
- Std-Cell Core Area :: 4350 sq um
- Pre-placement core utilization :: between 50% and 60%
- Measured along the x axis, the die boundary spans around 87 um.
- The floorplan step defined a die boundary enclosing approximately 7600 sq um.
- The floorplan has 24 rows.

** Place
- At the end of routability-driven placement, the weighted congestion stood at between 0.8 and 0.9.
- Detailed placement ended at an HPWL of 5140 um.
- In this run the tool buffered the top-level ports with approximately 63 buffer cells.

** Detailed routing
- The pre-antenna-repair detailed-routing pass consisted of 5 iterations.
- For this block, the via count after detailed routing is between 3000 and 4000.
- Routed via count divided by cell count :: 5.87
- Antenna Diode Count :: 0
- Drt total wl :: 10300 um
- DR DRC count :: 0
- Tally of nets with antenna violations remaining after routing :: 0
- For this block, the initial DRC count from the detailed router was between 200 and 250.
- Routed length per placed instance :: 20.0 um

** Clock network
- Hold_buf cts :: 0

** Yosys
- Syn_area_per_cell :: 7.21 sq um
- Of all cell types, the one taking the most synthesized area is sky130_fd_sc_hd__buf_4.
- Yosys Instances :: 308
- Sequential elements use 0% of the synthesized area.
- The synthesized netlist occupies a cell area of approximately 2200 sq um.
- Yosys Warn Count :: 3
- Top cells by area, synth :: sky130_fd_sc_hd__buf_4 (18%), sky130_fd_sc_hd__ha_1 (14%), sky130_fd_sc_hd__mux2i_1 (5.4%), sky130_fd_sc_hd__nand2_1 (4.9%), sky130_fd_sc_hd__a21oi_1 (3.4%)
- Synthesis instantiated just under 70 different standard cells from the library.
- Synthesis area per yosys :: between 2000 and 2500 sq um
- The cell count after synthesis came out at 308.
- Area share, top type :: about 18%

** Critical path
- The largest single stage delay on the critical path is a little over 0.3 ns.
- The worst setup path is captured at an output pin.
- The critical path's slowest stage uses the library cell sky130_fd_sc_hd__a221oi_4.
- Crit path arrival time :: 6.10 ns
- Nature of the critical path startpoint :: input pin
- Required time of the critical path :: around 4.9 ns
- Most prevalent standard cell on the critical path :: sky130_fd_sc_hd__ha_4
- The setup path with the least slack is of type input pin to output pin.
- End of the critical path :: seg_out[14]
- Per STA, the startpoint of the critical path is score[5].
- In this run the worst path has a maximum fanout of 3.

** Timing
- The worst-case max-slew headroom was logged as about 40%.
- In the final report, the number of hold violations comes to 0.
- Across all hold checks on the routed design, the worst slack comes to around 3.3 ns.
- Post-route minimum period :: ~7.3 ns
- Worst setup slack after layout :: -1.22 ns
- Derived from the worst setup path, the maximum achievable clock frequency is 137 MHz.
- Setup repair after global routing could not meet its margin everywhere.
- For the pin with the worst max-slew slack, the measured transition is approximately 0.9 ns.
- Period utilization :: 120%
- From the final report, the count of setup violators was given as 14.
- Counting pins that exceed their max-slew limit in the final report gives 0.

** GRT
- Overall Global Routing Usage :: 21.8%
- Number of antenna violations at the first check in global routing :: 0
- For this run the aggregate overflow at the end of global routing stands at 0.
- Number of global-route vias before repair :: 2810
- The first global-routing pass estimated 13900 um of wire.
- Largest net degree at the start of global routing :: 35

** Power and ir drop
- Total power per unit cell area :: roughly 340 nW/um^2
- In this run switching power makes up 44.6% of total power.
- Combinational Power Share :: about 100%
- Registers are responsible for 0% of the overall power.
- PnR Total Power :: 1350 uW
- Net Switching :: 602 uW
- Leakage :: 0.00181 uW
- The share of total power dissipated in the clock network is 0%.
- The internal power of the cells totals 749 uW.
- The highest supply drop recorded on VDD is approximately 0.00025 V.

** Worst hold path
- The worst hold path begins at score[0].
- Note that the worst hold path type here is input pin to output pin.

** Flow run
- Number of OpenROAD warnings :: approximately 52
- The tool flagged a number of max-cap violations equal to 0.
[worst min path at each step]
stage	cells after the start	slack (ns)	to
4_1_cts	4	3.31	seg_out[4]
5_1_grt	4	3.41	seg_out[4]
6_report	4	3.35	seg_out[4]
[critical path, delay by kind of cell]
kind	cells	cell delay (ns)
adders and majority gates	6	1.04
xor gates and xnor gates	2	0.28
buffers and inverters	11	1.18
muxes	1	0.20
AOI/OAI and AO/OA	10	1.54
and+or+nand+nor	6	0.64
[power by group through the flow]
stage | sequential (uW) | combinational, uW | clock, uW
4_1_cts | 0 | 1150 | 0
5_1_grt | 0 | 1440 | 0
6_report | 0 | 1350 | 0
[cells in the mapped netlist (4+ instances only)]
cell / count
sky130_fd_sc_hd__a31oi_1: 5
sky130_fd_sc_hd__clkbuf_1: 4
sky130_fd_sc_hd__ha_1: 24
sky130_fd_sc_hd__buf_4: 52
sky130_fd_sc_hd__or3_1: 4
sky130_fd_sc_hd__o22ai_1: 5
sky130_fd_sc_hd__a211oi_1: 7
sky130_fd_sc_hd__nor3_1: 7
sky130_fd_sc_hd__o221ai_1: 6
sky130_fd_sc_hd__a21oi_1: 15
sky130_fd_sc_hd__a21o_1: 5
sky130_fd_sc_hd__inv_1: 18
sky130_fd_sc_hd__mux2i_1: 12
sky130_fd_sc_hd__o21ai_0: 7
sky130_fd_sc_hd__o21ai_1: 10
sky130_fd_sc_hd__nand2_1: 29
sky130_fd_sc_hd__nand2b_1: 9
sky130_fd_sc_hd__nor2_1: 14
sky130_fd_sc_hd__nand3_1: 7
[area by class of cell]
class                      count  area, sq um  share of cell area (%)
multi-input combinational    249         2190                    54.2
timing repair buffer         197         1700                    42.2
inverter                      19         80.1                    1.99
tap                           52         65.1                    1.61
[placed cells by master, fill, tap and decap left out, types with 3 or more instances in the layout]
cell,n
sky130_fd_sc_hd__buf_4,104
sky130_fd_sc_hd__clkdlybuf4s50_1,46
sky130_fd_sc_hd__buf_6,29
sky130_fd_sc_hd__nand2_1,28
sky130_fd_sc_hd__conb_1,20
sky130_fd_sc_hd__buf_2,14
sky130_fd_sc_hd__nor2_1,13
sky130_fd_sc_hd__inv_1,12
sky130_fd_sc_hd__a21oi_1,11
sky130_fd_sc_hd__o21ai_1,11
sky130_fd_sc_hd__mux2i_1,10
sky130_fd_sc_hd__ha_4,10
sky130_fd_sc_hd__nor3_1,7
sky130_fd_sc_hd__ha_2,7
sky130_fd_sc_hd__ha_1,7
sky130_fd_sc_hd__nand2b_1,6
sky130_fd_sc_hd__nand3_1,6
sky130_fd_sc_hd__a21o_1,5
sky130_fd_sc_hd__a211oi_1,5
sky130_fd_sc_hd__o21ai_0,4
sky130_fd_sc_hd__or3_1,4
sky130_fd_sc_hd__inv_2,4
sky130_fd_sc_hd__mux2_4,4
sky130_fd_sc_hd__a31oi_1,4
sky130_fd_sc_hd__a21oi_2,4
sky130_fd_sc_hd__nand2b_4,3
sky130_fd_sc_hd__o22ai_1,3
sky130_fd_sc_hd__o221ai_2,3
sky130_fd_sc_hd__o221ai_1,3
[metrics by stage]
stage                     setup slack [ns]  cells  TNS [ns]  area [sq um]  utilization (%)
after floorplan                      -1.48    327     -9.99          2440                -
after global placement               -1.86    469    -21.29          3350             77.0
after detailed placement             -1.98    469    -22.10          3350             77.0
after CTS                            -1.19    511    -12.92          3890             89.3
after global routing                 -1.52    517    -17.25          4030             92.6
final                                -1.22    517    -13.94          4030             92.6
[logic make-up (layout without fill, tap and decap cells)]
logic type / after synthesis / in the layout / synth area share [%]
mux: 18 / 18 / 8.96
simple gates: 90 / 90 / 20.9
other cells: 1 / 20 / 0.169
buf+inv: 78 / 216 / 22.4
compound gates: 93 / 93 / 32.1
fa+ha+maj: 24 / 24 / 13.5
xor+xnor: 4 / 4 / 1.92
[per-layer routing]
metal	wire length, um	up-vias	GRT usage (%)
met5	0	-	0
met4	344	0	6.33
met3	1200	32	6.42
met2	4570	180	35.1
met1	4210	1438	27.2
li1	-	1386	-
[what timing repair did]
| item | in CTS | in global routing |
|---|---|---|
| gates resized | 115 | 20 |
| buffers inserted | 48 | 7 |
| pin swaps | 44 | 21 |
| setup endpoints to repair | 14 | 14 |
| cloned | 0 | 0 |
Power figures rest on the tool's default switching activity, not on a simulated workload.
